**/design/flow/run.sh**
```bash
#!/bin/bash
# OpenROAD 26Q1-2900-gdf79404cd8, Yosys 0.63+post, stock flow scripts
make -C /OpenROAD-flow-scripts/flow DESIGN_CONFIG=/design/flow/config.mk WORK_HOME=/design/flow/orfs finish
```
**/design/flow/config.mk**
```make
export PLATFORM = sky130hd
export DESIGN_NAME = and_add
export DESIGN_NICKNAME = and_add
export VERILOG_FILES = /design/flow/design.v
export SDC_FILE = /design/flow/constraint.sdc
export NUM_CORES = 4
export LEC_CHECK = 1
export CORE_AREA = 10 10 70 70
export DIE_AREA = 0 0 80 80
```
**/design/flow/constraint.sdc**
```tcl
current_design and_add

set clk_period 5.3
set clk_io_pct 0.2

create_clock -name clk0 -period $clk_period

set non_clock_inputs [all_inputs -no_clocks]
set_input_delay [expr $clk_period * $clk_io_pct] -clock clk0 $non_clock_inputs
set_output_delay [expr $clk_period * $clk_io_pct] -clock clk0 [all_outputs]
```
**/design/flow/design.v**
```verilog
`default_nettype none
module and_add (
    P,
    A,
    b,
    Out
);
input wire [8:0] P;
input wire [7:0] A;
input wire b;
output wire [8:0] Out;
assign Out = b ? (P+A) : P;
endmodule
```
==> flow_summary.yaml <==
# yosys + openroad results
critical_path:
  worstSetupPathType: "input pin to output pin"
  path_cells: "clkdlybuf4s50_1 > ha_1 > and2_4 > a221o_1 > a211o_1 > a221o_1 > clkdlybuf4s50_1"
  cpMaxStageDelayCell: "clkdlybuf4s50_1"
  max_stage_delay_ns: 0.43
  worstPathRequired_ns: 4.24
  critical_path.endpoint_type: "output pin"
  crit_family: "AND-OR/OR-AND gates"
  cp_num_buf_inv: 2
  path_max_fanout: 6
  critPathArrivalTime_ns: 3.44
  crit_path_start_kind: "input pin"
placement:
  dp.cells: 135
  place.gp.congestion: 0.7250
  numPortBuffers: 27
  dp.final_hpwl_mm: 1.334
pwr:
  p_switching_mw: 0.02886
  p_int_mw: 0.04804
  clkPwrFrac_pct: 0
  power_frac_comb_pct: 100.0
  irDropWorstVdd_mv: 0.03056
  sw_frac_of_total_pct: 37.53
  power_density_nw_per_um2: 96.48
  pwr-share-seq_pct: 0
  p_leak_nw: 0.3190
drt:
  final_antenna_net_count: 0
  vias_per_cell: 4.111
  num_antenna_cells: 0
  vias: 555
  drtIter0Drc: 33
  wire_per_inst_um: 11.12
  routed_wl_mm: 1.501
  drc: 0
  dr.pass1.iters: 2
synthesis:
  synth.cell_area_um2: 476.7
  ys_cells: 64
  synth.cells.most_frequent: "ha_1 (8), a211oi_1 (4), inv_1 (4), nand2_1 (4), nor3_1 (4)"
  netlist_instances: 64
  synth_top_cell_by_count: "ha_1"
  yosys_warnings: 0
  yosysChipArea_um2: 476.7
  top_area_cell: "ha_1"
  top_cells_by_area: "ha_1 (21%), a211oi_1 (6.3%), mux2_2 (4.7%)"
  syn_avg_cell_area_um2: 7.449
  ys_seq_share_pct: 0
  ys_types: 30
  synthDominantCellAreaShare_pct: 21.00
sta:
  whs_ns: 3.080
  period_needed_ns: 4.499
  rsz0062_at_grt: "no"
  maxSlewHeadroom_pct: 74.01
  maxSlewViolCount: 0
  setup_violations: 0
  finalHoldViolCount: 0
  fin_tns_setup_ns: 0
  worstMarginPinSlew_ns: 0.3875
  fin_crit_sh_pct: 84.89
  timing.fmax_ghz: 0.2223
global_routing:
  grt_busiest_layer: "met2"
  grt_pass1_wl_mm: 2.442
  antenna_found_initial: 0
  grt.overflow.total: 0
  grtUsageMet1_pct: 5.812
  grt_max_degree: 12
  grt_pass1_vias: 530
  use_met2_pct: 7.705
  track_usage_pct: 4.529
  use_met3_pct: 1.364
die:
  num_rows: 21
  chipArea_um2: 6400
  die_y_um: 80
  core_area_um2: 3416
  fp_util_pct: 13.96
  die_w_um: 80
  io_pins: 27
job:
  maxCapViolCount: 0
  warnings: 32
status:
  status: "completed"
layout:
  synthToLayoutAreaGrowth_pct: 67.19
  final_cells: 135
  clock_buffers: 0
  drive_gt1_share_pct: 4.494
  regArea_um2: 0
  ff_count: 0
clock_tree:
  postCtsSetupBuffers: 0
  cts_resized: 0
  postCtsHoldBufs: 0
min_path:
  hp-class: "input pin to output pin"
-- metrics by stage --
stage	total power [mW]	setup WS (ns)	util (%)	instance area (um2)
2_1_floorplan	0.03860	1.755	-	476.7
3_3_place_gp	0.07776	0.7745	23.33	797.0
3_5_place_dp	0.07812	0.7959	23.33	797.0
4_1_cts	0.07863	0.7902	23.33	797.0
5_1_grt	0.08616	0.6242	23.33	797.0
6_report	0.07690	0.8007	23.33	797.0
-- placed cells by master, fill, tap and decap left out, types with 2 or more instances in the layout --
master            n
a211oi_1          4
inv_1             4
a221o_1           2
nand2_1           4
clkdlybuf4s50_1  27
a21oi_1           3
o21a_1            3
o21ai_0           3
nand3b_1          3
mux2_2            2
o31ai_1           2
ha_1              8
nor3_1            4
nand2b_1          2
nor2_1            3
-- path summary, 6_finish.rpt --
check | from | end | slack [ns] | cells after the start
max | P[4] | Out[7] | 0.80 | 7
min | P[4] | Out[4] | 3.08 | 4
-- cell families after synthesis --
logic type	count (synthesis)	share of synthesized area (%)
AOI/OAI and AO/OA	23	35.17
xor gates and xnor gates	1	1.838
adders and majority gates	9	25.20
buffers and inverters	6	4.724
muxes	3	6.824
and+or+nand+nor	22	26.25
-- final cells by class --
class | instances | area (um2)
Fill cell | 396 | 2619
Multi-Input combinational cell | 58 | 454.2
Inverter | 4 | 15.01
Tap cell | 46 | 57.56
Timing Repair Buffer | 27 | 270.3
-- power by group through the flow --
stage | sequential [mW] | combinational [mW] | clock, mW
6_report | 0 | 0.0769 | 0
5_1_grt | 0 | 0.0862 | 0
4_1_cts | 0 | 0.0786 | 0
-- metal layers --
layer	routed length [um]	part of all wire [%]	vias up
met5	0	0	-
met4	0	0	0
met3	121	8.1	0
met2	708	47	13
met1	671	45	245
li1	-	-	297
-- worst min-delay path: cells and delay by family --
family          cells  cell delay, ns
buf+inv             2            0.83
compound gates      1            0.06
simple gates        1            0.08
Power and IR drop assume default switching activity.
