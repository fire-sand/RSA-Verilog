**flow/design.v**
```verilog
`default_nettype none
module shift_add_mult4 (
  a,
  b,
  p
  );
  input [3:0] a;
  input [3:0] b;
  output [7:0] p;
  wire [3:0] a_s0;
  wire [4:0] a_s1;
  wire [5:0] a_s2;
  wire [6:0] a_s3;
  wire [5:0] sum01;
  wire [6:0] sum12;
  assign a_s0 = b[0] ? a : 4'b0;
  assign a_s1 = b[1] ? (a << 1) : 4'b0;
  assign a_s2 = b[2] ? (a << 2) : 4'b0;
  assign a_s3 = b[3] ? (a << 3) : 4'b0;
  assign sum01 = a_s0 + a_s1;
  assign sum12 = a_s2 + sum01;
  assign p = a_s3 + sum12;
  endmodule
```
**flow/run.sh**
```bash
#!/bin/bash
# OpenROAD 26Q1-2900-gdf79404cd8, Yosys 0.63+post, stock flow scripts
make -C /OpenROAD-flow-scripts/flow DESIGN_CONFIG=/design/flow/config.mk WORK_HOME=/design/flow/orfs finish
```
**flow/config.mk**
```make
export PLATFORM = sky130hd
export DESIGN_NAME = shift_add_mult4
export DESIGN_NICKNAME = shift_add_mult4
export VERILOG_FILES = /design/flow/design.v
export SDC_FILE = /design/flow/constraint.sdc
export NUM_CORES = 4
export LEC_CHECK = 1
export CORE_AREA = 10 10 70 70
export DIE_AREA = 0 0 80 80
```
**flow/constraint.sdc**
```tcl
current_design shift_add_mult4

set clk_period 2.7
set clk_io_pct 0.2

create_clock -name clk0 -period $clk_period

set non_clock_inputs [all_inputs -no_clocks]
set_input_delay [expr $clk_period * $clk_io_pct] -clock clk0 $non_clock_inputs
set_output_delay [expr $clk_period * $clk_io_pct] -clock clk0 [all_outputs]
```
==> reports/results.ini <==
[routing]
n_antenna_cell=0
drt_iter0_markers=3
firstDrtPassIters=2
wl_met2_um=305
m1WireLength_um=581
num_vias=361
drcViolationCount=0
wire_per_inst_um=8.78
postRouteAntennaNets=0
vias_per_cell=3.19
wl_met3_um=106
drt-total-wl_um=992
highest_layer=met3

[pwr]
intPower_uw=83.3
powerDensity_nw_per_um2=198
leakagePower_uw=0.000365
pwr-share-clk_pct=0
ir_drop_v=0.0000488
switching_share_pct=38.6
switchingPower_uw=52.4
power_frac_comb_pct=100.0
seqPwrFrac_pct=0

[worst_setup_path]
critPathKind=primary input to primary output
crit_top_cell=fa_1
worst_path_largest_cell_delay_ns=0.53
crit_arrival_ns=2.92
cp_top_family=adder cells
crit_buf_inv=4
crit_path_cell_trace=buf_6 -> and2_4 -> fa_1 -> inv_1 -> fa_1 -> inv_2 -> ha_4 -> fa_2 -> a21o_1 -> a21oi_2 -> xnor2_1 -> buf_2
endpoint_kind=primary output
required_ns=2.16
cp_slowest_cell=fa_1
cp-start-kind=primary input
path_max_fanout=2

[die]
coreArea_um2=3420
rows=21
ios=16
die_w_um=80
die_y_um=80
die-area_um2=6400
initCoreUtil_pct=11.3

[final_layout]
fillers=385
comb_area_um2=414
n_clock_buffer=0
area.sequential_um2=0
area_delta_synth_final_pct=77.6
lay_top_cells=and2_1, ha_1, buf_4
layout_top_cell=and2_1
final_core_util_pct=20.0
drive_above_1_share_pct=47.8
ff_count=0

[synth]
yosys-stat-cells=42
syn_inst=42
synth_warnings=0
yosysUniqueCellTypes=10
syn_area_um2=385
yosys_area_um2=385
postSynthSeqShare_pct=0
postSynthAreaPerCell_um2=9.18

[timing]
rsz0062_at_grt=yes
setup_viol=5
fmax_mhz=289
slew_violations=0
tightestPinTransition_ns=0.127
fin_crit_ns=3.46
maxSlewHeadroom_pct=91.5
finalCritPeriodShare_pct=128
hold_violations=0
setup_slack_ns=-0.762

[worst_hold_path]
hold_path_depth=5
hold_path.class=primary input to primary output
hold_end=p[2]
worstHoldStart=a[1]

[cts]
hold_buffers=0

[global_routing]
grt_pass1_vias=369
grtUsageTotal_pct=3.30
grt-ovfl-total=0
grt_max_degree=5
antenna_found_initial=0
grt_pass1_wl_um=1750

[placed_design]
routabilityCongestion=0.834
port_buffers=16
dp_slack_ns=-1.57
dpl.hpwl_um=857

[status]
violations=setup timing
status=finished, violations left

[job]
maxCapViolations=0
tool_warnings=35

==> power by group through the flow <==
stage / registers [uW] / clock network, uW / logic (uW)
after CTS: 0 / 0 / 141
after global routing: 0 / 0 / 157
final: 0 / 0 / 136
==> what timing repair did <==
item	in CTS	in global routing
setup buffers	2	1
endpoints found under the hold margin	0	0
endpoints found under the setup margin	6	6
gates resized	53	4
pin swaps	12	7
==> synthesized netlist by cell type (all sizes together) <==
cell	number	area share (%)
a21o	2	3.9
a21oi	2	3.6
and2	12	19
fa	5	26
ha	10	32
inv	4	3.9
nand2	4	3.9
xnor2	2	4.5
xor2	1	2.3
==> stage by stage <==
stage                     TNS [ns]  cell area (um2)  power (uW)  hold WS, ns  std cells
final                        -2.56              684         136         1.63        113
after global routing         -2.80              684         157         1.70        113
after CTS                    -2.70              676         141         1.66        112
after detailed placement     -6.76              659         138         2.10        110
after global placement       -6.78              659         138         2.10        110
after floorplan              -1.15              397        51.3         1.15         42
==> kinds of logic (layout without fill, tap and decap cells) <==
group           count (synthesis)  in the layout  share of synthesized area (%)
fa+ha+maj                      15             15                           58.4
buf+inv                         4             29                           3.89
compound gates                  4              4                           7.47
xor+xnor                        3              3                           6.82
simple gates                   16             16                           23.4
==> routing by layer <==
metal,track usage [%],up-vias
met5,0,-
met4,0,0
met3,0.909,0
met2,4.17,14
met1,5.50,161
li1,-,186
==> cell type report <==
| cell class | count | share of cell area [%] |
|---|---|---|
| inverter | 4 | 2.19 |
| multi-input combinational | 38 | 60.5 |
| tap | 46 | 8.41 |
| timing repair buffer | 25 | 28.9 |
==> worst max path at each step <==
stage                 slack [ns]    to  startpoint  depth (start not counted)
final                      -0.76  p[7]        b[1]                         12
after global routing       -0.82  p[7]        b[1]                         12
after CTS                  -0.83  p[7]        b[1]                         12
No activity file was given, so power comes from the tool's default toggle rates.
